<file path="design.v">
`timescale 1ns / 1ps
module comparer #(parameter width=63)(
	input [width:0] Din,
	input [width:0] test,
	input CLK,
	input reset,
	output [width:0] Dout,
	output good
);
reg [width:0] Dtmp;
reg tmpgood;
always @(posedge CLK)
begin
	if (reset == 1)
	begin
		Dtmp <= 64'b0;
		tmpgood <= 1;
	end
	else
	begin
		Dtmp <= Din;
		if (test != 64'b0)
			tmpgood <= 1;
		else
			tmpgood <= 0;
	end
end
assign Dout = Dtmp;
assign good = ~tmpgood;
endmodule
</file>
<file path="run.sh">
#!/bin/bash
# OpenROAD 26Q1-2900-gdf79404cd8, Yosys 0.63+post, stock flow scripts
make -C /OpenROAD-flow-scripts/flow DESIGN_CONFIG=/design/flow/config.mk WORK_HOME=/design/flow/orfs finish
</file>
<file path="config.mk">
export PLATFORM = sky130hd
export DESIGN_NAME = comparer
export DESIGN_NICKNAME = comparer
export VERILOG_FILES = /design/flow/design.v
export SDC_FILE = /design/flow/constraint.sdc
export NUM_CORES = 4
export LEC_CHECK = 1
export CORE_UTILIZATION = 30
</file>
<file path="constraint.sdc">
current_design comparer

set clk_period 1.8
set clk_io_pct 0.2

create_clock -name clk0 -period $clk_period [get_ports {CLK}]

set non_clock_inputs [all_inputs -no_clocks]
set_input_delay [expr $clk_period * $clk_io_pct] -clock clk0 $non_clock_inputs
set_output_delay [expr $clk_period * $clk_io_pct] -clock clk0 [all_outputs]
</file>
==> flow_summary.json <==
{
  "warnings": 26,
  "worst_slew_pin_slew_ps": 628,
  "via_count": 1785,
  "met3_length_um": 921,
  "power_frac_clock_pct": 40.1,
  "ant_nets": 0,
  "holdPathStages": 5,
  "cp_top_family": "buffers and inverters",
  "numSynthFlops": 65,
  "tritoncts": "yes",
  "power_frac_seq_pct": 45.5,
  "htreeDepth": 3,
  "ys_sh_simple_pct": 29.5,
  "top_logic_kind": "simple AND/OR/NAND/NOR gates",
  "cts_max_path_buffers": 2,
  "start_kind": "flip-flop",
  "adder_share_pct": 0,
  "cts_resized": 0,
  "crit_arrival_ps": 1130,
  "relSlewSlack_pct": 58.1,
  "grt_pass1_vias": 1751,
  "syn_area_per_cell_um2": 11.8,
  "final.setup.tns_ps": 0,
  "min_period_ps": 1490,
  "fp-row-count": 28,
  "switchingPower_uw": 638,
  "power_mw": 3.37,
  "setup_viol": 0,
  "pin_count": 195,
  "ys_types": 11,
  "hp-class": "input port to flip-flop",
  "ys_sh_xor_pct": 0,
  "die_y_um": 81.4,
  "synth_stat.cells": 160,
  "min_from": "reset",
  "grtUsageTotal_pct": 17.8,
  "clock_sinks": 65,
  "cp_max_fo": 1,
  "crit_path_cell_trace": "clkdlybuf4s50_1",
  "root_buffer": "clkbuf_8",
  "antennaDiodeCount": 0,
  "cp_num_cells": 1,
  "grt_max_degree": 65,
  "syn2layout_area_growth_pct": 118,
  "drt_iter0_drc": 31,
  "slew_viol_final": 0,
  "max_stage_delay_ps": 490,
  "post-place-ws_ps": 19.1,
  "cts.clk_slew.worst_paths_ps": 70,
  "status": "finished, final reports clean",
  "intPower_mw": 2.73,
  "p_comb_share_pct": 14.4,
  "crit_required_ps": 1440,
  "fp.dieW_um": 81.4,
  "holdPathEnd": "tmpgood",
  "crit_slowest_cell": "clkdlybuf4s50_1",
  "muxShareOfSynthArea_pct": 0,
  "portBuffers": 194,
  "final_layout_top_logic_cells": "193 x clkdlybuf4s50_1, 65 x dfxtp_1, 64 x nor2b_1",
  "layout-drive-gt1-share_pct": 5.49,
  "core_um2": 5990,
  "wl_met2_um": 2820,
  "post_cts.repair.setup_buffers": 0,
  "compound_area_share_pct": 0,
  "wl_met1_um": 1880,
  "mappedNetlistArea_um2": 1890,
  "post-route-period-util_pct": 83.1,
  "fmax_mhz": 669,
  "lay_top_count": "clkdlybuf4s50_1",
  "vdd_ir_drop_max_v": 0.000680,
  "grt_remaining_overflow": 0,
  "hpwlAfterDp_um": 4580,
  "setup.worst_path.class": "flip-flop to output pin",
  "routed_wl_um": 5750,
  "gp_congestion": 0.803,
  "finalWorstSetupSlack_ps": 305,
  "dieArea_um2": 6620,
  "grt_setup_unrepaired": "false",
  "tritoncts.num_buffers": 9,
  "switching_share_pct": 18.9,
  "p_per_area_nw_per_um2": 817,
  "cts_hold_buf": 0,
  "grt_pass1_wl_um": 8420,
  "ys_seq_share_pct": 68.9,
  "drc": 0,
  "drt_first_pass_iters": 2,
  "yosysChipArea_um2": 1890,
  "ys_warn_count": 1,
  "p_leak_nw": 1.56,
  "initial_core_util_pct": 31.5,
  "routed_via_density": 4.07,
  "synth_cells": 160,
  "wl_per_cell_um": 13.1,
  "drv_cap": 0,
  "endpoint_kind": "output pin",
  "antenna_found_initial": 0,
  "final_hold_viol_count": 0,
  "crit_buf_inv": 1,
  "highest_layer": "met4"
}
## kinds of logic after synthesis
| logic type | Yosys count |
|---|---|
| DFF | 65 |
| buffers and inverters | 8 |
| and+or+nand+nor | 87 |
## worst max path at each step
stage,to,startpoint,slack [ps]
4_1_cts,Dout[11],Dtmp[11],270
6_report,Dout[11],Dtmp[11],310
5_1_grt,good,tmpgood,250
## routing by layer
layer	vias up	global-route usage, %
li1	915	-
met1	751	17.3
met2	109	30.8
met3	10	10.8
met4	0	5.36
met5	-	0
## state kept, by name (all words and copies together) (netlist names)
| register | flops |
|---|---|
| Dtmp | 64 |
| tmpgood | 1 |
## cell type report
cell class | instances | area (um2)
Clock inverter | 5 | 78.8
Timing Repair Buffer | 195 | 1940
Tap cell | 75 | 93.8
Sequential cell | 65 | 1300
Inverter | 1 | 3.75
Clock buffer | 11 | 141
Multi-Input combinational cell | 87 | 557
Fill cell | 446 | 1870
## synthesized netlist by cell type, drive strengths merged
cell type | count | share of area, %
buf | 1 | 0.26
clkbuf | 6 | 1.2
dfxtp | 65 | 69
inv | 1 | 0.20
nand2 | 1 | 0.20
nand4 | 4 | 1.3
nor2 | 1 | 0.20
nor2b | 64 | 21
nor3 | 1 | 0.26
nor4 | 16 | 6.3
## power groups by stage
stage / Clock (mW) / Sequential (mW) / Combinational (mW)
after CTS: 1.38 / 1.53 / 0.492
after global routing: 1.46 / 1.54 / 0.528
final: 1.35 / 1.53 / 0.485
## through the flow
stage / area [um2] / utilization (%) / cells / hold WS, ps
after detailed placement: 3900 / 65.1 / 423 / 757
after CTS: 4120 / 68.8 / 439 / 399
after global placement: 3900 / 65.1 / 423 / 748
after global routing: 4120 / 68.8 / 439 / 444
after floorplan: 1890 / - / 160 / 463
final: 4120 / 68.8 / 439 / 413
Power figures rest on the tool's default switching activity, not on a simulated workload.
