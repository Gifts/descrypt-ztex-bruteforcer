## flow/run.sh

```bash
#!/bin/bash
# OpenROAD 26Q1-2900-gdf79404cd8, Yosys 0.63+post, stock flow scripts
make -C /OpenROAD-flow-scripts/flow DESIGN_CONFIG=/design/flow/config.mk WORK_HOME=/design/flow/orfs finish
```

## flow/config.mk

```make
export PLATFORM = sky130hd
export DESIGN_NAME = srl8_to_64
export DESIGN_NICKNAME = srl8_to_64
export VERILOG_FILES = /design/flow/design.v
export SDC_FILE = /design/flow/constraint.sdc
export NUM_CORES = 4
export LEC_CHECK = 1
export CORE_UTILIZATION = 40
```

## flow/constraint.sdc

```tcl
current_design srl8_to_64

set clk_period 9.8
set clk_io_pct 0.2

create_clock -name clk0 -period $clk_period [get_ports {clk}]

set non_clock_inputs [all_inputs -no_clocks]
set_input_delay [expr $clk_period * $clk_io_pct] -clock clk0 $non_clock_inputs
set_output_delay [expr $clk_period * $clk_io_pct] -clock clk0 [all_outputs]
```

## flow/design.v

```verilog
`timescale 1ns / 1ps
module slower(
input CLK,
input SLOWCLK,
input RESET,
output EN_OUT
    );
	reg internal_rst;
	reg cur;
	always @(posedge CLK)
	begin
		if (RESET == 1'b1)
		begin
			cur <= 1'b0;
			internal_rst <= 1'b0;
		end
		else
		begin
			if (SLOWCLK == cur) 
			begin
				cur <= ~cur;
				internal_rst <= 1'b1;
			end
			else if (internal_rst == 1'b1)
			begin
				internal_rst <= 1'b0;
			end
		end
	end
	assign EN_OUT = internal_rst;
endmodule
(* FSM_ENCODING="gray" *)
(* FSM_STYLE="bram" *)
module srl8_to_64(clk, enable, reset, dataIn, ready, result); 
	input clk, enable, reset; 
	input [7:0] dataIn; 
	output ready; 
	output [63:0] result; 
	reg [7:0] regBank[7:0]; 
	reg [3:0] status_int;
	integer i; 
	parameter s1=0, s2=1, s3=2, s4=3, s5=4, s6=5, s7=6, s8=7, s9=8; 
	always @(posedge clk)
	begin
		if (reset == 1)
		begin
			status_int <= s1;
		end else 
		if (enable == 0)
		begin
			regBank[0] <= dataIn; 
			for (i=7; i>0; i=i-1) begin 
				regBank[i] <= regBank[i-1]; 
			end 
		end
		case (status_int)
			s1: if (enable == 0)status_int <= s2;
			s2: if (enable == 0)status_int <= s3;
			s3: if (enable == 0)status_int <= s4;
			s4: if (enable == 0)status_int <= s5;
			s5: if (enable == 0)status_int <= s6;
			s6: if (enable == 0)status_int <= s7;
			s7: if (enable == 0)status_int <= s8;
			s8: if (enable == 0)status_int <= s9;
			s9: begin
				if (enable == 0) 
					status_int <= s2;
				else
					status_int <= s1;
				end
			default: status_int <= s1;
		endcase
	end
	assign result = (status_int == s9) ? {regBank[7], regBank[6], regBank[5], regBank[4], regBank[3], regBank[2], regBank[1], regBank[0]} : 64'h0; 
	assign ready = (status_int == s9) ? 1'b0 : 1'b1;
endmodule
```

==> flow_summary_export.csv <==
group,metric,value,unit
run_status,status,"finished clean",
clock_network,cts_sinks,68,
sta,worstMarginPinSlew,0.8191,ns
routing,routed_wl,4087,um
pwr,powerDensity,168.0,nW/um2
pwr,p_leak,1.260,nW
global_routing,grtUsageMet1,20.68,%
sta,hold_viol,0,
routing,num_vias,1451,
clock_network,clock_path_buffers,2,
placement,routabilityCongestion,0.6936,
clock_network,ctsHoldBuffers,0,
job,cap_violations,0,
sta,min_period,4.110,ns
pwr,irDropWorstVdd,0.09375,mV
clock_network,insertion_delay,0.33,ns
global_routing,grt_antenna_before_repair,0,
clock_network,cts_buffers,9,
clock_network,cts_setup_buffers,0,
synthesis,yosys_area,2650,um2
critical_path,criticalPathCategory,"flip-flop to primary output",
global_routing,grt_max_degree,66,
global_routing,grt_util_met2,18.33,%
routing,viasPerCell,4.534,
die,dieArea,6955,um2
cells_and_area,syn2layout_area_growth,37.87,%
routing,wl_per_cell,12.77,um
sta,skew,0.006117,ns
die,die_w,83.40,um
global_routing,grt-ovfl-total,0,
synthesis,synth-edff-count,64,
routing,route.detailed.drc,0,
clock_network,clock-root-buffer,"clkbuf_8",
synthesis,ys.flops,68,
synthesis,syn_area,2650,um2
sta,slew_headroom,45.39,%
synthesis,synth_warnings,2,
job,log.warning_count,25,
sta,period_used_share,41.94,%
placement,port_buffers,75,
clock_network,clkTransAtPathRegs,0.07,ns
synthesis,yosys.stat.seqShare,75.54,%
worst_hold_path,holdCritPathClass,"flip-flop to flip-flop",
synthesis,yosys-top-cells-count,"edfxtp_1, and2_2, and2_1",
synthesis,syn_avg_cell_area,16.88,um2
critical_path,crit_path_end_kind,"primary output",
synthesis,synth_cell_types,22,
die,placementRows,29,
clock_network,cts_resized,0,
synthesis,most_common_cell,"edfxtp_1",
synthesis,synth.top_cell.area_share,72.52,%
routing,drtPass1Iterations,3,
routing,drt_iter0_drc,68,
synthesis,ff_type,"edfxtp_1",
cells_and_area,final_util,57.21,%
critical_path,critPathMaxFanout,65,
die,initial_utilization,41.50,%
synthesis,yosys.area.top_type,"edfxtp_1",
global_routing,grt_pass1_wl,6458,um
sta,tns,0,ns
routing,ant_nets,0,
critical_path,crit_arrival,2.15,ns
global_routing,top_usage_layer,"met1",
placement,hpwl,2311,um
synthesis,synth-async-reset-ratio,0,%
routing,diodes,0,
critical_path,start_kind,"flip-flop",
sta,rsz0062_at_grt,"false",
cells_and_area,drive_gt1_share,22.22,%
synthesis,ys_cells,157,
global_routing,first_global_vias,1454,
sta,drv_slew,0,
synthesis,synthCells,157,
sta,finalSetupViolations,0,
die,io_pins,76,
clock_network,tritoncts,"built",
synthesis,area_leaders,"edfxtp_1, and2_2, and2_1",
critical_path,critPathRequiredTime,7.84,ns
global_routing,gr-usage-met3,5.550,%
global_routing,grt_usage,12.69,%
pwr,p_total,613.7,uW
sta,max_freq,243.3,MHz
die,coreArea,6386,um2
clock_network,h-tree-depth,3,
die,die_h,83.40,um
[power breakdown]
group | internal, mW | leakage [nW] | switching [mW] | total [mW]
Clock | 0.142 | 0.0989 | 0.101 | 0.243
Sequential | 0.333 | 0.634 | 0.0114 | 0.345
Combinational | 0.0149 | 0.528 | 0.0113 | 0.0262
[cell usage in the layout, fill, tap and decap left out, drive strengths merged, types with 2 or more instances in the layout]
| master | netlist | routed |
|---|---|---|
| clkdlybuf4s50 | 0 | 75 |
| and2 | 64 | 64 |
| dfxtp | 4 | 4 |
| a21oi | 2 | 2 |
| nand2b | 2 | 2 |
| clkbuf | 1 | 9 |
| bufinv | 0 | 2 |
| inv | 2 | 2 |
| edfxtp | 64 | 64 |
| clkinv | 0 | 2 |
| clkinvlp | 0 | 3 |
| buf | 6 | 2 |
[worst paths after layout]
kind,startpoint,end,slack [ns],cells past startpoint
worst max-delay path,status_int[1],result[27],5.69,4
worst min-delay path,regBank[4][4],regBank[5][4],0.44,0
worst max register to register,status_int[0],status_int[1],8.76,2
worst min register to register,regBank[4][4],regBank[5][4],0.44,0
[state kept, by name, summed over array words and instances (netlist names)]
signal,cells
status_int,4
regBank,64
[layout make-up]
type | count | area, um2
well taps | 77 | 96.34
multi-input cells | 80 | 566.8
inverters | 2 | 7.507
repair buffers | 77 | 765.7
fillers | 512 | 2733
clock buffers | 9 | 123.9
flip-flops and latches | 68 | 2002
clock inverters | 7 | 91.34
[per-layer routing]
layer  share of wire (%)  up-vias  wire length (um)
li1                    -      709                 -
met1                  46      670              1878
met2                  43       67              1756
met3                  10        5               409
met4                 1.1        0                43
met5                   0        -                 0
[worst max-delay path, cell delays in order (launching register included)]
cell,delay (ns)
dfxtp_1,0.38
nor4b_4,0.28
buf_4,0.44
and2_2,0.24
clkdlybuf4s50_1,0.46
[kinds of logic after synthesis]
logic type	count (synthesis)	share of synthesized area, %
flip-flops	68	75.54
AND/OR/NAND/NOR	73	19.07
buffers and inverters	9	3.683
AND-OR/OR-AND	7	1.700
[through the flow]
stage	setup slack, ns	std cells	instance area, um2	hold WS, ns
after global routing	5.517	320	3654	0.4429
after global placement	6.016	304	3438	0.4180
after floorplan	4.670	157	2650	0.4173
after detailed placement	6.022	304	3438	0.4228
after CTS	5.630	320	3654	0.4380
final	5.690	320	3654	0.4367
Power and IR drop assume default switching activity.
